File: flow/constraint.sdc
current_design practica1

set clk_period 2.9
set clk_io_pct 0.2

create_clock -name clk0 -period $clk_period [get_ports {CLK}]

set non_clock_inputs [all_inputs -no_clocks]
set_input_delay [expr $clk_period * $clk_io_pct] -clock clk0 $non_clock_inputs
set_output_delay [expr $clk_period * $clk_io_pct] -clock clk0 [all_outputs]
File: flow/design.v
module count(CLK , RSTn , ENABLE , UP_DOWN , COUNT , TC);
	parameter modulo = 10 ;  
	parameter N = $clog2(modulo-1) ;  
	input CLK, RSTn, ENABLE, UP_DOWN ;  
	output reg [N-1:0] COUNT ;  
	output TC ;  
always @(posedge CLK or negedge RSTn)
	begin
		if(!RSTn)
			COUNT <= {N{1'b0}} ;
		else if(ENABLE)
            begin
                if(COUNT == modulo-1)
                    COUNT <= {N{1'b0}} ;
                else if(UP_DOWN)
                    COUNT <= COUNT + 1'b1 ;
                else
                    COUNT <= COUNT - 1'b1 ;
            end
	end
	assign TC = (COUNT == modulo-1)? 1'b1 : 1'b0 ;
endmodule 
module shift_register(CLK, RSTn, ENABLE, SHIFT_IN, SHIFT_OUT, OUT_P);
parameter width = 10;
localparam n = $clog2(width-1);
input CLK, RSTn, ENABLE, SHIFT_IN;
output reg SHIFT_OUT;
output reg [n-1:0] OUT_P;
reg [n-1:0] mem;
always @(posedge CLK or negedge RSTn) begin
if (~RSTn) begin
    mem <= 0;
    OUT_P = 0;
    SHIFT_OUT = 0;
end
else if (ENABLE) begin
    SHIFT_OUT <= mem[n-1];
    mem <= mem << 1;
    mem[0] <= SHIFT_IN;
    OUT_P <= mem;
end
end
endmodule
module practica1(
    input CLK, RSTn, ENABLE,
    output [6:0] OUTPUT,
    output reg [7:0] LEDS
);
parameter modulo_contador = 1250000;
wire CLK_REG;
reg SHIFT, SHIFT_OUT;
count #(
    .modulo(modulo_contador)
) contador (
    .CLK(CLK),
    .RSTn(RSTn),
    .ENABLE(ENABLE),
    .UP_DOWN(1),
    .COUNT(),
    .TC(CLK_REG)  
);
shift_register #(
    .width(128)
) shifter (
    .CLK(CLK_REG),
    .RSTn(RSTn),
    .ENABLE(1'b1),
    .SHIFT_IN(SHIFT),
    .SHIFT_OUT(SHIFT_OUT),
    .OUT_P(OUTPUT)
);
always @(SHIFT_OUT) SHIFT = ~SHIFT_OUT;
always @ (OUTPUT)
begin
	case (OUTPUT)
		7'b0000000: LEDS <= 8'b10000000;
		7'b1000000: LEDS <= 8'b01000000;
		7'b1100000: LEDS <= 8'b00100000;
		7'b1110000: LEDS <= 8'b00010000;
		7'b1111000: LEDS <= 8'b00001000;
		7'b1111100: LEDS <= 8'b00000100;
		7'b1111110: LEDS <= 8'b00000010;
		7'b1111111: LEDS <= 8'b00000001;
		7'b0111111: LEDS <= 8'b00000010;
		7'b0011111: LEDS <= 8'b00000100;
		7'b0001111: LEDS <= 8'b00001000;
		7'b0000111: LEDS <= 8'b00010000;
		7'b0000011: LEDS <= 8'b00100000;
		7'b0000001: LEDS <= 8'b01000000;
		default: LEDS <= 8'b00000000;
	endcase
 end
endmodule
File: flow/config.mk
export PLATFORM = sky130hd
export DESIGN_NAME = practica1
export DESIGN_NICKNAME = practica1
export VERILOG_FILES = /design/flow/design.v
export SDC_FILE = /design/flow/constraint.sdc
export NUM_CORES = 4
export LEC_CHECK = 1
export CORE_UTILIZATION = 30
File: flow/run.sh
#!/bin/bash
# OpenROAD 26Q1-2900-gdf79404cd8, Yosys 0.63+post, stock flow scripts
make -C /OpenROAD-flow-scripts/flow DESIGN_CONFIG=/design/flow/config.mk WORK_HOME=/design/flow/orfs finish
==> flow_summary.ini <==
; flow metrics
[outcome]
status = completed

[setup_path]
max_stage_delay_ns = 0.66
crit_slowest_cell = nor4_1
worstSetupStartpointType = flip-flop
path_cells = ha_1, nor4bb_1, nand2_1, nor4_1, o21ai_0
end_kind = flip-flop
reg2reg_from = contador.COUNT[0]$_DFFE_PN0P_
critPathTopFamily = simple AND/OR/NAND/NOR gates
cp_max_fo = 5
worstPathRequired_ns = 3.01
path_class = reg2reg
critPathBufInv = 0
critPathLaunch = contador.COUNT[0]$_DFFE_PN0P_
worstPathArrival_ns = 2.32

[clock_tree]
clkSlewWorstSetupHoldPaths_ns = 0.08
clockRootBuffer = clkbuf_8
ctsResizeCount = 0
cts_setup_buffers = 0
clock_latency_ns = 0.26
cts_made_buffers = 3
h-tree-depth = 1
cts_hold_buf = 0
max-clock-path-buffers = 2
cts_tree = built

[routing]
detail-route-antenna-nets = 0
routed_wl_microns = 2780
num_vias = 1121
first_pass_iters = 4
dr.first_iter.drc_count = 22
wl_per_cell_microns = 12.3
viasPerCell = 4.96
drcViolationCount = 0
num_antenna_cells = 0

[placed_design]
hpwlAfterDp_microns = 1980
placed_area_sq_um = 1690
place.gp.congestion = 0.867
port_buffers = 17
dp_slack_ns = 0.579

[synthesis]
synth.area.top_cells = dfrtp_1 (35%), dfrtn_1 (13%), xor2_1 (5.3%)
synth-edff-count = 0
adder_share = 0.00842
yosys_warnings = 4
ys_cells = 146
ys_seq_share = 0.488
syn_area_sq_um = 1490
ys_chip_area_sq_um = 1490
synth.top_cell.area_share = 0.354
mux_share = 0
synth-async-reset-ratio = 1.00
post_synth.cell_area_avg_sq_um = 10.2
ys_ff = 29
yosys.area_share.aoi = 0.0505
simple_gate_area_frac = 0.305
xor_share = 0.0943
ys.flop_type = dfrtp_1
ys_top_logic_family = simple AND/OR/NAND/NOR gates
synth_area_leader_cell = dfrtp_1
synth_cells = 146
synth.distinct_cells = 40

[finish]
drive_above_1_share = 0.0881
area_delta_synth_final_pct = 16.6
fillCellCount = 491
final_cell_area_sq_um = 1730
ff_latch_area_sq_um = 726
multiInputGateArea_sq_um = 681

[final_timing]
worstMarginPinSlew_ns = 0.698
hold_viol = 0
maxSlewHeadroom = 0.530
rsz0062_at_grt = no
unclocked_regs = 8
untimed_endpoints = 23
maxSlewViolCount = 0
fin_ws_ns = 0.688
finalClockPeriodUsage = 0.763
fin_tns_setup_ns = 0
setup_viol = 0
fmaxAchievable_mhz = 452
clock_skew_ns = 0.00550
min_period_ns = 2.21

[grt]
first_global_vias = 1068
grt_overflow = 0
grt_max_degree = 30
grt.total_usage = 0.118
grt_pass1_wl_microns = 4870
antenna_found_initial = 0

[job]
warnings = 25
cap_violations = 0

[hold_path]
min_path_type = reg2reg
min_from = contador.COUNT[11]$_DFFE_PN0P_

[power_and_ir_drop]
ir_drop_uv = 320
leakagePower_nw = 0.721
powerDensity_nw_per_um2 = 388

[die]
die_y_microns = 72.4
die-area_sq_um = 5240
core_area_sq_um = 4750
io_pins = 18
die-width_microns = 72.4
rows = 25
fp_util = 0.313
==> worst paths after layout <==
| check | endpoint | slack (ns) | cells past startpoint |
|---|---|---|---|
| worst min-delay path | contador.COUNT[11]$_DFFE_PN0P_ | 0.52 | 1 |
| min in group asynchronous | contador.COUNT[6]$_DFFE_PN0P_ | 0.69 | 2 |
| max in group asynchronous | contador.COUNT[10]$_DFFE_PN0P_ | 1.94 | 2 |
| worst max register to register | contador.COUNT[4]$_DFFE_PN0P_ | 0.69 | 5 |
| worst max-delay path | contador.COUNT[4]$_DFFE_PN0P_ | 0.69 | 5 |
| worst min register to register | contador.COUNT[11]$_DFFE_PN0P_ | 0.52 | 1 |
==> synth_stat cells (all sizes together), types with 2 or more instances <==
| cell type | number |
|---|---|
| nand4 | 9 |
| a31oi | 2 |
| and3 | 3 |
| dfrtp | 21 |
| and4 | 2 |
| xor2 | 9 |
| nor2 | 16 |
| nor4 | 6 |
| a21oi | 3 |
| or3 | 2 |
| buf | 9 |
| o21ai | 2 |
| nor4b | 3 |
| xnor2 | 7 |
| nand2 | 12 |
| dfrtn | 8 |
| nand3 | 7 |
| nor3 | 6 |
| o2bb2ai | 2 |
| or2 | 2 |
| inv | 5 |
==> placed cells by master, fill, tap and decap left out, types with 2 or more instances in the layout <==
cell | Yosys | layout
nor3_1 | 5 | 5
nand4_1 | 8 | 8
a31oi_1 | 2 | 2
dfrtp_1 | 21 | 21
xor2_1 | 9 | 9
clkbuf_8 | 0 | 3
a21oi_1 | 2 | 2
inv_1 | 5 | 5
nor2_1 | 16 | 16
o21ai_0 | 2 | 2
o2bb2ai_1 | 2 | 2
dfrtn_1 | 8 | 8
nor4_1 | 5 | 5
nand2_1 | 12 | 12
xnor2_1 | 7 | 7
clkdlybuf4s50_1 | 0 | 17
nand3_1 | 6 | 6
or3_1 | 2 | 2
nor4b_1 | 3 | 3
and3_1 | 3 | 3
==> stage by stage <==
stage	power (W)	util	cells	hold slack, ns
finish	0.000672	0.364	226	0.519
global route	0.000710	0.364	226	0.548
CTS	0.000679	0.364	226	0.518
detailed placement	0.000487	0.355	222	0.506
global placement	0.000484	0.355	222	0.512
floorplan	0.000449	-	146	0.284
==> flip-flops by register name (all words and copies together), names as in the netlist <==
register	flops
contador.COUNT	21
shifter.OUT_P	6
shifter.SHIFT_OUT	1
shifter.mem	1
==> layout make-up <==
class,count,share of cell area
clock inverter,1,0.00289
inverter,5,0.0108
sequential,29,0.419
tap,67,0.0484
clock buffer,3,0.0238
multi-input combinational,103,0.393
timing repair buffer,18,0.103
==> report_power, final <==
part	leakage, nW	switching [W]	internal, W
Combinational	0.306	0.0000466	0.0000456
Sequential	0.389	0.0000620	0.000330
Clock	0.0255	0.0000919	0.0000956
==> per-layer routing <==
| layer | vias up | GRT usage | wire length, microns | part of all wire |
|---|---|---|---|---|
| met5 | - | 0 | 0 | 0 |
| met4 | 0 | 0.0174 | 0 | 0 |
| met3 | 0 | 0.0268 | 132 | 0.047 |
| met2 | 35 | 0.181 | 1230 | 0.44 |
| met1 | 545 | 0.179 | 1410 | 0.51 |
| li1 | 541 | - | - | - |
==> logic make-up after synthesis <==
logic type | Yosys count
xor+xnor | 16
simple gates | 75
buf+inv | 14
compound gates | 11
fa+ha+maj | 1
flops | 29
No activity file was given, so power comes from the tool's default toggle rates.
